===== config.mk =====
export PLATFORM = sky130hd
export DESIGN_NAME = alu
export DESIGN_NICKNAME = alu
export VERILOG_FILES = /design/flow/design.v
export SDC_FILE = /design/flow/constraint.sdc
export NUM_CORES = 4
export LEC_CHECK = 1
export CORE_AREA = 10 10 85 85
export DIE_AREA = 0 0 95 95

===== constraint.sdc =====
current_design alu

set clk_period 6.3
set clk_io_pct 0.2

create_clock -name clk0 -period $clk_period

set non_clock_inputs [all_inputs -no_clocks]
set_input_delay [expr $clk_period * $clk_io_pct] -clock clk0 $non_clock_inputs
set_output_delay [expr $clk_period * $clk_io_pct] -clock clk0 [all_outputs]

===== design.v =====
module alu(a,b,s,z); 
input[7:0] a,b; 
input[2:0] s; 
output[7:0] z; 
reg[7:0] z; 
wire[2:0] s; 
always@(a,b,s) 
begin
if(s==3'b000) z=8'b00000000; 
else if(s==3'b001)z=b-a; 
else if(s==3'b010)z=a-b; 
else if(s==3'b011)z=a+b; 
else if(s==3'b100)z=a^b; 
else if(s==3'b101)z=a|b; 
else if(s==3'b110)z=a&b; 
else if(s==3'b111)z=8'b11111111; 
end
endmodule

===== run.sh =====
#!/bin/bash
# OpenROAD 26Q1-2900-gdf79404cd8, Yosys 0.63+post, stock flow scripts
make -C /OpenROAD-flow-scripts/flow DESIGN_CONFIG=/design/flow/config.mk WORK_HOME=/design/flow/orfs finish

==> impl_metrics.env <==
# physical design summary
export IMPL_grt_total_usage_pct=9.05
export IMPL_cp_slowest_cell="clkdlybuf4s50_1"
export IMPL_cts_repair_resized=0
export IMPL_route_detailed_drc=0
export IMPL_slew_headroom_pct=44.0
export IMPL_cpMostUsedCell="clkdlybuf4s50_1"
export IMPL_cp_num_cells=11
export IMPL_start_kind="primary input"
export IMPL_startpoint="a[2]"
export IMPL_die_area_mm2=0.00903
export IMPL_num_io_pins=27
export IMPL_utilization_pct=35.9
export IMPL_unclocked_regs=8
export IMPL_drv_slew=0
export IMPL_num_vias=1555
export IMPL_grt_pass1_vias=1486
export IMPL_routed_via_density=4.87
export IMPL_drt_total_wl_um=4090
export IMPL_dp_cells=319
export IMPL_area_growth_pct=19.2
export IMPL_largest_reg_flops=8
export IMPL_p_leak_nw=0.883
export IMPL_firstDrtPassIters=4
export IMPL_path_max_fanout=10
export IMPL_yosysUniqueCellTypes=53
export IMPL_overflow=0
export IMPL_critPathBufInv=3
export IMPL_core_mm2=0.00547
export IMPL_crit_required_ns=5.04
export IMPL_tns_ns=0
export IMPL_dpl_hpwl_um=3230
export IMPL_crit_chain="clkdlybuf4s50_1 > inv_1 > ha_1 > nand2b_1 > a211oi_2 > nor4_1 > o21ai_0 > o221ai_1 > o21ai_1 > dlxtn_1 > clkdlybuf4s50_1"
export IMPL_end_kind="output port"
export IMPL_endpoint="z[6]"
export IMPL_antennaDiodeCount=0
export IMPL_netlist_area_mm2=0.00165
export IMPL_cp_arrival_ns=4.23
export IMPL_grt_pass1_wl_um=6870
export IMPL_port_buffers=27
export IMPL_initial_core_util_pct=30.2
export IMPL_place_gp_congestion=0.900
export IMPL_peakVddDrop_mv=0.0291
export IMPL_crit_family="buffers and inverters"
export IMPL_async_flop_share_pct=0
export IMPL_holdBufCountCts=0
export IMPL_edf_count=0
export IMPL_critPathMaxStageDelay_ns=0.52
export IMPL_warnings=54
export IMPL_worstSetupPathType="primary input to output port"
export IMPL_final_cell_area_mm2=0.00197
export IMPL_untimed_endpoints=8
export IMPL_powerDensity_mw_per_mm2=78.0
export IMPL_max_freq_mhz=182
export IMPL_drive_gt1_share_pct=4.86
export IMPL_finalSetupViolations=0
export IMPL_drt_iter0_drc=110
export IMPL_routedWlPerCell_um=12.8
export IMPL_fin_cells=319
export IMPL_synth_flops=8
export IMPL_maxCapViolCount=0
export IMPL_mostFrequentLayoutCells="ha_1, clkdlybuf4s50_1, inv_1"
export IMPL_yosys_area_mm2=0.00165
export IMPL_final_layout_top_logic_cell="ha_1"
export IMPL_die_h_um=95
export IMPL_yosys_most_used_dff="dlxtn_1"
export IMPL_status="complete, no violations"
export IMPL_post_cts_buffers=0
export IMPL_netlist_instances=224
export IMPL_synth_avg_cell_area_um2=7.37
export IMPL_post_route_period_util_pct=87.2
export IMPL_grt_max_degree=27
export IMPL_fill_cells=593
export IMPL_antenna_found_initial=0
export IMPL_hold_viol=0
export IMPL_ys_warn_count=1
export IMPL_rows=27
export IMPL_die_x_um=95
export IMPL_detailed_place_area_mm2=0.00197
export IMPL_grt_setup_unrepaired="no"
export IMPL_fin_crit_ns=5.49
export IMPL_ant_nets=0
export IMPL_ys_cells=224
export IMPL_tightestPinTransition_ns=0.837
==> through the flow <==
step | worst slack [ns] | total power [mW]
after floorplan | 2.13 | 0.111
after global placement | 0.807 | 0.152
after detailed placement | 0.813 | 0.153
after CTS | 0.811 | 0.154
after global routing | 0.584 | 0.172
final | 0.805 | 0.153
==> layout make-up <==
type,count,area [µm²],share of cell area [%]
multi-input combinational,185,1380,70.2
timing repair buffer,28,278,14.1
sequential,8,120,6.11
inverter,26,97.6,4.96
tap,72,90.1,4.58
==> cells by family after synthesis <==
logic type | share of synthesized area, %
AND-OR/OR-AND | 32.4
AND/OR/NAND/NOR | 15.7
buffers and inverters | 10.6
adder cells (fa/ha/maj) | 26.4
XOR/XNOR | 4.25
latches | 7.28
multiplexers | 3.18
other | 0.227
==> metal layers <==
layer | track usage [%] | wire length [µm]
met1 | 12.8 | 1980
met2 | 14.8 | 1880
met3 | 1.28 | 215
met4 | 0.998 | 16
met5 | 0 | 0
==> synthesized netlist by cell type (all sizes together), types with 3 or more instances <==
library cell	number	share of area [%]
inv	26	5.9
a221oi	3	1.6
mux2i	3	1.8
dlxtn	8	7.3
a211oi	4	2.4
a21oi	20	6.7
xnor2	6	3.2
nor2	19	4.3
nand3	4	1.2
buf	9	3.7
ha	30	23
a31oi	3	1.1
o21bai	3	1.4
o21ai	18	5.5
nor3	4	1.2
fa	3	3.6
clkbuf	3	0.99
nand2	10	2.3
nor2b	5	1.9
nand2b	7	2.7
==> power by group <==
group          leakage [nW]  total, mW  internal [mW]  switching [mW]
logic                 0.818      0.145         0.0680          0.0774
registers            0.0654    0.00812        0.00731        0.000808
clock network             0          0              0               0
Power and IR drop assume default switching activity.
