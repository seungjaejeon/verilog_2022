$ cat flow/run.sh
#!/bin/bash
# OpenROAD 26Q1-2900-gdf79404cd8, Yosys 0.63+post, stock flow scripts
make -C /OpenROAD-flow-scripts/flow DESIGN_CONFIG=/design/flow/config.mk WORK_HOME=/design/flow/orfs finish
$ cat flow/config.mk
export PLATFORM = sky130hd
export DESIGN_NAME = four_fulladd
export DESIGN_NICKNAME = four_fulladd
export VERILOG_FILES = /design/flow/design.v
export SDC_FILE = /design/flow/constraint.sdc
export NUM_CORES = 4
export LEC_CHECK = 1
export CORE_AREA = 10 10 70 70
export DIE_AREA = 0 0 80 80
$ cat flow/constraint.sdc
current_design four_fulladd

set clk_period 5.0
set clk_io_pct 0.2

create_clock -name clk0 -period $clk_period

set non_clock_inputs [all_inputs -no_clocks]
set_input_delay [expr $clk_period * $clk_io_pct] -clock clk0 $non_clock_inputs
set_output_delay [expr $clk_period * $clk_io_pct] -clock clk0 [all_outputs]
$ cat flow/design.v
module four_fulladd(a,b,cin,cout,s0,s1,s2,s3); 
input[3:0] a,b; 
input cin; 
output cout,s0,s1,s2,s3; 
wire c1,c2,c3; 
fulladd u0(a[0],b[0],cin,s0,c1); 
fulladd u1(a[1],b[1],c1,s1,c2); 
fulladd u2(a[2],b[2],c2,s2,c3); 
fulladd u3(a[3],b[3],c3,s3,cout); 
endmodule
module fulladd(x,y,z,sum,cout); 
input x,y,z; 
output sum,cout; 
wire sum,cout; 
wire n1,n2,n3; 
always@(x,y,z); 
begin
halfadd1 u0(x,y,n2,n1); 
halfadd1 u1(n2,z,sum,n3); 
or (cout,n1,n3); 
end
endmodule
module halfadd1(a,b,sum,cout); 
input a,b; 
output sum,cout; 
wire sum,cout;
xor(sum,a,b); 
and(cout,a,b); 
endmodule
==> results.json <==
{
  "critPathCaptureType": "output port",
  "startpoint_type": "input pin",
  "synth_top_cell_by_count": "inv_1",
  "hpwlAfterDp_um": 428,
  "setup_viol": 0,
  "synthToLayoutAreaGrowth_pct": 168,
  "combGateArea_um2": 80.1,
  "dr.pass1.iters": 1,
  "slew_violations": 0,
  "startpoint": "a[0]",
  "grt_max_degree": 2,
  "warning_count": 32,
  "fin_util_pct": 9.23,
  "post_synth.cell_area_avg_um2": 8.40,
  "worstMarginPinSlew_ps": 109,
  "die_h_um": 80,
  "max_slew_margin_pct": 92.7,
  "coreArea_um2": 3420,
  "ys_seq_share_pct": 0,
  "top_cell_area_share_pct": 68.1,
  "synth.distinct_cells": 2,
  "fill_cells": 398,
  "ant_nets": 0,
  "hold_viol_final": 0,
  "drv_cap": 0,
  "tns_ps": 0,
  "ys_cells": 14,
  "grtUsageTotal_pct": 1.30,
  "critPathCapture": "s3",
  "drive_gt1_share_pct": 0,
  "globalRoute.totalOverflow": 0,
  "fmaxAchievable_mhz": 224,
  "postCtsSetupRepairBufs": 0,
  "finalClockPeriodUsage_pct": 89.3,
  "yosysTopAreaCell": "fa_1",
  "ys_warn_count": 1,
  "initialDrtViolationCount": 0,
  "drc_errors": 0,
  "powerDensity_nw_per_um2": 90.4,
  "top_cells_by_count": "inv_1 (10), fa_1 (4)",
  "grt_pass1_vias": 137,
  "ioPinCount": 14,
  "ys_chip_area_um2": 118,
  "wl_per_cell_um": 5.77,
  "initial_core_util_pct": 3.44,
  "via_count": 125,
  "port_buffers": 14,
  "area_leaders": "fa_1 (68%), inv_1 (32%)",
  "gp_congestion": 0.793,
  "p_leak_nw": 0.137,
  "n_antenna_cell": 0,
  "seqCellArea_um2": 0,
  "clkbuf_count": 0,
  "wl_um": 427,
  "required_ps": 4000,
  "antenna_found_initial": 0,
  "rsz0062_at_grt": "no",
  "grt_pass1_wl_um": 662,
  "status": "finished, final reports clean",
  "worst_ep_arrival_time_ps": 3470,
  "dieWidth_um": 80,
  "cts_hold_buf": 0,
  "cts.repair.resized": 0,
  "synthCells": 14,
  "cp_max_fo": 1,
  "sequential_cell_total": 0,
  "std_cell_rows": 21,
  "worst_ir_drop_vdd_uv": 33.1,
  "die-area_um2": 6400,
  "worstHoldStart": "b[3]",
  "viasPerCell": 1.69,
  "synth.cell_area_um2": 118,
  "hold_ws_ps": 3060,
  "post-route-min-period_ps": 4470,
  "crit_type": "input pin to output port",
  "hp-class": "input pin to output port"
}
cells by family after synthesis:
| family | share of synthesized area (%) |
|---|---|
| adder cells (fa/ha/maj) | 68.1 |
| buffers and inverters | 31.9 |
through the flow:
stage	setup WS [ps]	power (mW)	cells	cell area, um2
6_report	535	0.0285	74	315
5_1_grt	405	0.0324	74	315
4_1_cts	486	0.0299	74	315
3_5_place_dp	485	0.0295	74	315
3_3_place_gp	537	0.0290	74	315
2_1_floorplan	1520	0.00523	14	118
worst max-delay path: stages:
cell and delay (ps):
clkdlybuf4s50_1 400, inv_1 80, fa_1 170, inv_1 50
fa_1 400, fa_1 380, inv_1 70, fa_1 400
inv_1 60, clkdlybuf4s50_1 460
cell type report:
| type | count | share of cell area [%] |
|---|---|---|
| multi-input combinational | 4 | 25.4 |
| timing repair buffer | 14 | 44.4 |
| inverter | 10 | 11.9 |
| tap | 46 | 18.3 |
worst min-delay path by stage:
stage	end	slack, ps	cells past startpoint
final	cout	3060	5
after global routing	s3	3120	5
after CTS	cout	3070	5
per-layer routing:
metal	routed length [um]	vias up	GRT usage, %
met5	0	-	0
met4	0	0	0
li1	-	60	-
met2	124	13	1.69
met3	131	0	1.14
met1	171	52	1.67
layout by cell type (no fill, tap or decap):
| cell type | instances |
|---|---|
| inv_1 | 10 |
| fa_1 | 4 |
| clkdlybuf4s50_1 | 14 |
report_power, final:
group	switching, mW	internal (mW)	total, mW	leakage, nW
Sequential	0	0	0	0
Clock	0	0	0	0
Combinational	0.00795	0.0206	0.0285	0.137
Total	0.00795	0.0206	0.0285	0.137
Power is estimated from default activity; no workload was simulated.
